==> ./design.v <==
module FIR 
#(
	parameter WD_IN = 24,									 
	parameter WD_OUT = 24,									 
	parameter CO_WD = 24,									 
	parameter CO_OR = 22
)
(
	input logic clk,											 
	input logic reset_n,										 
	input logic signed [WD_IN-1:0] data_in,			 
	output logic signed [WD_OUT-1:0] data_out			 
);
logic signed [CO_WD-1:0] COEF [CO_OR-1:0] = '{24'hd4ef,
															24'h110a1,
															24'h1b9cc,
															24'h2c655,
															24'h42196,
															24'h5ae40,
															24'h74924,
															24'h8ccbb,
															24'ha14ed,
															24'hb02c6,
															24'hb7fa9,
															24'hb7fa9,
															24'hb02c6,
															24'ha14ed,
															24'h8ccbb,
															24'h74924,
															24'h5ae40,
															24'h42196,
															24'h2c655,
															24'h1b9cc,
															24'h110a1,
															24'hd4ef};
logic signed [CO_WD-1:0] coeff, data;
logic signed [2*CO_WD-1:0] tmp_reg;
reg signed [CO_WD-1:0] shift_reg [CO_OR-1:0];
always_ff @(posedge clk or negedge reset_n) begin
	integer i;
	if (!reset_n) begin
		for (i = 0; i < CO_OR; i++) begin
			shift_reg[i] = 24'sd0;
		end
	end
	else begin
		for (i = CO_OR-1; i > 0; i--) begin
			shift_reg[i] = shift_reg[i-1];
		end
		shift_reg[0] = data_in;
		coeff = 24'sd0;
		data = 24'sd0;
		tmp_reg = 48'sd0;
		for (i = 0; i < CO_OR; i++) begin
			coeff = COEF[i];
			data = shift_reg[i];
			tmp_reg = tmp_reg + coeff * data;
		end
		data_out = tmp_reg[(2*WD_OUT)-2:WD_OUT-1];
	end
end
endmodule
==> ./run.sh <==
#!/bin/bash
# OpenROAD 26Q1-2900-gdf79404cd8, Yosys 0.63+post, stock flow scripts
make -C /OpenROAD-flow-scripts/flow DESIGN_CONFIG=/design/flow/config.mk WORK_HOME=/design/flow/orfs finish
==> ./config.mk <==
export PLATFORM = sky130hd
export DESIGN_NAME = FIR
export DESIGN_NICKNAME = FIR
export VERILOG_FILES = /design/flow/design.v
export SDC_FILE = /design/flow/constraint.sdc
export NUM_CORES = 4
export LEC_CHECK = 1
export CORE_UTILIZATION = 30
export SYNTH_HDL_FRONTEND = slang
==> ./constraint.sdc <==
current_design FIR

set clk_period 13.4
set clk_io_pct 0.2

create_clock -name clk0 -period $clk_period [get_ports {clk}]

set non_clock_inputs [all_inputs -no_clocks]
set_input_delay [expr $clk_period * $clk_io_pct] -clock clk0 $non_clock_inputs
set_output_delay [expr $clk_period * $clk_io_pct] -clock clk0 [all_outputs]
==> notes.md <==
Implementation results.

The routed layout reports a DRC error count of 0. In the synthesized netlist the async set-or-reset flop fraction comes to a little over nine tenths. The report gives the cell count of the worst hold path as 0.

The startpoint of the most critical hold path is shift_reg[40]. TritonCTS built the clock tree. In this run the full chip footprint comes out at between 600000 and 700000 µm². In the log, the iteration count for the first detailed-route pass is 5. The worst setup path is of the input pin to register kind.

The total cell area reported by yosys after synthesis is 182000 µm². The clock drives 528 sinks. After synthesis, the most frequently instantiated cells are sky130_fd_sc_hd__inv_1, sky130_fd_sc_hd__fa_1, sky130_fd_sc_hd__ha_1. Before placement the cells fill a little under a third of the core.

The worst setup path is launched from an input pin. The stage logs contain a warning count of about 350. The worst flop-to-flop path startpoint is shift_reg[226]. The CTS clock-pin slew for the worst setup and hold paths is ~0.060 ns. The die is 780 µm wide.

The share of post-route cells with drive strength above 1 is ~2.5%. The data required time at the worst endpoint is approximately 14 ns. The buffer levels on the longest clock path is 4. The synthesis warning total is 0. The run finished with clean final reports. The count of pins over their slew limit is 0. The count of max-cap constraint violations is 0. The final setup violation count is 0. The clock skew is between 0.1 and 0.15 ns. Routability-driven placement finished with a final weighted congestion of approximately 1.1. After synthesis, the netlist uses between 40 and 50 different library cells. The total negative slack for setup checks is 0 ns. The synth_stat.txt file lists the number of cells as between 15000 and 20000.

The worst-case hold path end point is shift_reg[64]. The number of antenna violations at the first check in global routing is 15. Setup slack on the worst reg-to-reg path comes out at just over 1 ns.

The pin slew with the least headroom to its limit is just under 0.9 ns. The number of enable flip-flop cells is 24. Along the critical path, the tally of buffer and inverter instances is 12. The register with the most flip-flops in the layout has between 500 and 600 of them.

Measured against its own limit, the worst slew margin works out to about two fifths. The highest achievable clock rate is 0.0778 GHz. The number of hold buffers added after CTS was 0.

The number of nets with antenna violations after detailed routing is 0. For reference, the placement row count at floorplan is about 290. Cells fill 32.7% of the core in the end. Setup repair after global routing left no endpoint under its margin. The routed length per instance is about 25 µm. The capture point of the worst reg-to-reg path is data_out[14]. The most frequently used flop master after synthesis is sky130_fd_sc_hd__dfrtp_1. The minimum period implied by the final worst setup slack is 12.86 ns. In this run, synthesis produced a sequential element count of 528. The final worst-path cycle share is around 96%.

The fraction of synthesized cell area taken by the top area cell type is around 52%. The number of global-route vias before repair is between 100k and 150k. Relative to the synthesized area, the layout overhead comes to 8.41%.

The number of violations reported at the end of detailed-routing iteration 0 is 3879. The cell count after synthesis is 16000. The dominant delay contributor by cell family on the critical path is adder cells.

The final wirelength is 607000 µm. The number of endpoints with negative hold slack in the final report is 0. In this run the clock root is driven by a sky130_fd_sc_hd__clkbuf_16. STA reports the tightest min-delay check as being of type register to register.

The combined global-route utilization of all metal layers is between 20 and 25%. After synthesis, the cell types taking the most area are sky130_fd_sc_hd__fa_1, sky130_fd_sc_hd__ha_1, sky130_fd_sc_hd__inv_1, sky130_fd_sc_hd__dfrtp_1, sky130_fd_sc_hd__edfxtp_1. The maximum fanout encountered on the critical timing path is 4. The vertical extent of the die is between 700 and 800 µm. The first global-routing pass estimated between 800000 and 900000 µm of wire.

sky130_fd_sc_hd__inv_1 is the most common cell in the netlist. The timing report gives the biggest stage delay along the critical path as about 0.55 ns. The CTS report gives the tree buffer count as 89. Summed over all nets, the half-perimeter wirelength after detailed placement is approximately 560000 µm. Looking at the post-CTS report, the setup buffer insertion count equals 0. Per the STA report, the cell with the highest stage delay on the worst path is sky130_fd_sc_hd__fa_1. The cell repeated most along the worst path is sky130_fd_sc_hd__fa_1.

The number of instances resized during post-cts repair is 0. The maximum level of the CTS H-tree is 3. According to the timing report, the arrival time at the worst endpoint equals between 10 and 15 ns. The critical path capture point type is a register. For this design the top-level I/O count stands at 50.

In the Yosys report, the sequential cells make up between 7 and 8% of the chip area. Entering global routing, the biggest net connects around 43 pins. The port buffer count is about 49. Summed over all instances, the cell type with the most area after synthesis is sky130_fd_sc_hd__fa_1. The routed layout has 104000 vias. Using the TritonRoute via totals, the vias-per-cell ratio works out to about 4.3. Per the skew report, the later register of the worst-skew pair sees a clock latency of 0.92 ns. The area of the core region is about 600000 µm². In this run the cell area of the synthesized design comes to about 180000 µm². For this run the aggregate overflow at the end of global routing stands at 0. The average size of a mapped cell is around 11 µm². Counting cells, the worst reg-to-reg path comes to 33.
worst max-delay path by stage:
| stage | start | to | cells past startpoint | slack (ns) |
|---|---|---|---|---|
| 6_report | data_in[12] | data_out[14] | 36 | 0.54 |
| 5_1_grt | data_in[12] | data_out[15] | 36 | 0.03 |
| 4_1_cts | data_in[12] | data_out[18] | 36 | 0.54 |
cells by family after synthesis:
family                   Yosys count  share of synthesized area (%)
AND-OR/OR-AND                     94                          0.367
XOR/XNOR                          60                          0.301
adder cells (fa/ha/maj)         8449                           77.7
buffers and inverters           6747                           14.0
flip-flops                       528                           7.35
multiplexers                       2                         0.0110
AND/OR/NAND/NOR                  109                          0.327
cell type report:
| type | count | area (µm²) |
|---|---|---|
| Antenna cell | 14 | 35.0 |
| Clock buffer | 106 | 2410 |
| Clock inverter | 51 | 653 |
| Fill cell | 60700 | 406000 |
| Inverter | 6747 | 25300 |
| Multi-Input combinational cell | 8714 | 143000 |
| Sequential cell | 528 | 13300 |
| Tap cell | 8036 | 10100 |
| Timing Repair Buffer | 264 | 2110 |
per-layer routing:
layer,vias to the layer above,wire [µm],track usage [%]
li1,45900,-,-
met3,762,96900,15.0
met1,53300,221000,27.0
met2,3965,263000,31.4
met5,-,1520,1.64
met4,34,24600,6.38
worst reg2reg max path: cells and delay by family, from the launching register on:
kind / cells / cell delay (ns)
buffers and inverters: 9 / 0.88
flip-flops: 1 / 0.78
AND/OR/NAND/NOR: 1 / 0.17
AND-OR/OR-AND: 6 / 1.57
adder cells (fa/ha/maj): 16 / 8.69
XOR/XNOR: 1 / 0.09
through the flow:
step	hold slack, ns	worst slack [ns]	area, µm²	std cells
2_1_floorplan	0.403	0.627	182000	16000
3_3_place_gp	0.423	-0.499	194000	24300
3_5_place_dp	0.441	-0.406	194000	24300
4_1_cts	0.449	0.537	197000	24400
5_1_grt	0.477	0.0282	197000	24500
6_report	0.458	0.540	197000	24500
cells in the final DEF, fill, tap and decap left out, types with 4 or more instances in the layout:
cell type and count:
sky130_fd_sc_hd__clkinv_4 5, sky130_fd_sc_hd__a211oi_1 4, sky130_fd_sc_hd__o21ai_0 12, sky130_fd_sc_hd__nand3_1 8
sky130_fd_sc_hd__a31oi_1 4, sky130_fd_sc_hd__and4_1 4, sky130_fd_sc_hd__nand4_1 4, sky130_fd_sc_hd__a21oi_1 22
sky130_fd_sc_hd__nand2_1 14, sky130_fd_sc_hd__clkdlybuf4s50_1 48, sky130_fd_sc_hd__bufinv_16 12, sky130_fd_sc_hd__xnor2_1 44
sky130_fd_sc_hd__or2_2 33, sky130_fd_sc_hd__diode_2 14, sky130_fd_sc_hd__clkbuf_16 90, sky130_fd_sc_hd__inv_6 5
sky130_fd_sc_hd__nor2_1 23, sky130_fd_sc_hd__clkbuf_1 6, sky130_fd_sc_hd__clkbuf_8 10, sky130_fd_sc_hd__edfxtp_1 24
sky130_fd_sc_hd__nor3_1 4, sky130_fd_sc_hd__clkinvlp_4 14, sky130_fd_sc_hd__a21o_1 25, sky130_fd_sc_hd__inv_1 6747
sky130_fd_sc_hd__clkinv_2 14, sky130_fd_sc_hd__dfrtp_1 504, sky130_fd_sc_hd__xor2_1 14, sky130_fd_sc_hd__fa_1 4703
sky130_fd_sc_hd__buf_4 215, sky130_fd_sc_hd__and2_1 7, sky130_fd_sc_hd__ha_1 3746
