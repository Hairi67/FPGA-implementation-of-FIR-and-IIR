$ cat flow/design.v
module delay 
#(
    parameter DATA_WIDTH = 24,       
    parameter N_cycles = 1           
)
(
    input logic clk_i,               
    input logic clr_i,               
    input logic [DATA_WIDTH-1:0] data_i,    
    output logic [DATA_WIDTH-1:0] data_o    
);
    logic [DATA_WIDTH-1:0] delay_reg [N_cycles-1:0];
    always_ff @(posedge clk_i or posedge clr_i) begin
        if (clr_i) begin
            for (int i = 0; i < N_cycles; i++) begin
                delay_reg[i] <= '0;
            end
            data_o <= '0;
        end
        else begin
            delay_reg[0] <= data_i;
            for (int i = 1; i < N_cycles; i++) begin
                delay_reg[i] <= delay_reg[i-1];
            end
            data_o <= delay_reg[N_cycles-1];
        end
    end
endmodule
$ cat flow/run.sh
#!/bin/bash
# OpenROAD 26Q1-2900-gdf79404cd8, Yosys 0.63+post, stock flow scripts
make -C /OpenROAD-flow-scripts/flow DESIGN_CONFIG=/design/flow/config.mk WORK_HOME=/design/flow/orfs finish
$ cat flow/config.mk
export PLATFORM = sky130hd
export DESIGN_NAME = delay
export DESIGN_NICKNAME = delay
export VERILOG_FILES = /design/flow/design.v
export SDC_FILE = /design/flow/constraint.sdc
export NUM_CORES = 4
export LEC_CHECK = 1
export CORE_UTILIZATION = 30
export SYNTH_HDL_FRONTEND = slang
$ cat flow/constraint.sdc
current_design delay

set clk_period 1.0
set clk_io_pct 0.2

create_clock -name clk0 -period $clk_period [get_ports {clk_i}]

set non_clock_inputs [all_inputs -no_clocks]
set_input_delay [expr $clk_period * $clk_io_pct] -clock clk0 $non_clock_inputs
set_output_delay [expr $clk_period * $clk_io_pct] -clock clk0 [all_outputs]
==> results.tsv <==
stage	metric	value	unit
run_status	status	finished, final reports clean	
final_layout	comb.multi_input.count	0	
synth	ys_warn_count	0	
final_timing	fin_skew	0.00407	ns
synth	syn_area	1200	sq um
cts	clk_path_buf_depth	2	
critical_path	cp-end-kind	output port	
cts	numCtsBuffers	5	
global_routing	overflow	0	
floorplan	fp_util	32.2	%
route	antenna_cells	0	
synth	synth_cells	49	
critical_path	crit_family	flip-flops	
placed_design	dp_hpwl	1.24	mm
critical_path	critPathRequiredTime	0.80	ns
synth	common_cells	dfrtp_1, inv_1	
worst_hold_path	hp-class	input pin to asynchronous set/reset pin	
placed_design	io_buffers	49	
synth	flop_cell	dfrtp_1	
route	vias_per_cell	3.71	
final_timing	rsz0062_at_grt	true	
power	power.density	1910	nW/um^2
placed_design	place_congestion	0.700	
critical_path	crit_path_max_incr_delay	0.37	ns
final_timing	relSlewSlack	90.2	%
synth	ys_seq_share	99.7	%
route	ant_nets	0	
floorplan	rows	22	
final_timing	fin_crit_sh	96.8	%
cts	htreeDepth	2	
power	ir_worst_vdd	1.14	mV
global_routing	first_global_vias	625	
route	dr.pass1.iters	3	
route	first_iter_violations	28	
floorplan	die-area	4270	sq um
critical_path	cp_cell_sequence	buf_2	
critical_path	crit_slowest_cell	dfrtp_1	
critical_path	worstPathArrival	0.77	ns
synth	yosysCellCount	49	
synth	async_reset_ff_share	100	%
cts	path_clk_slew	0.08	ns
critical_path	path_max_fanout	1	
cts	clock-sinks	48	
critical_path	setup.worst_path.class	flop to output port	
final_timing	final_max_slew_viol_count	0	
cts	root_buffer	clkbuf_8	
synth	yosys-top-cells-area	dfrtp_1, inv_1	
final_timing	max_freq	1.03	GHz
run	cap_violations	0	
global_routing	grt_usage	9.48	%
final_timing	setup_viol	0	
final_layout	drive_gt1_share	32.4	%
synth	yosysTopAreaCellShare	99.7	%
cts	cts_tree	yes	
final_timing	min_period	0.968	ns
synth	yosys_area	1200	sq um
run	warning_count	26	
global_routing	grt_max_degree	29	
synth	most_common_cell	dfrtp_1	
synth	syn_area_per_cell	24.6	sq um
final_timing	worstMarginPinSlew	0.146	ns
final_layout	comb_area	0	sq um
power	power	0.00339	W
route	routedWlPerCell	10.8	um
route	routed_wl	1.69	mm
critical_path	start_kind	flop	
synth	yosysUniqueCellTypes	2	
critical_path	worst-path-buf-inv	1	
power	p_leak	0.822	nW
global_routing	grt_pass1_wl	2.84	mm
route	drc	0	
route	vias	578	
final_timing	hold_violations	0	
global_routing	antenna_found_initial	0	
final_timing	setup_ws	0.0322	ns
floorplan	die_h	65.4	um
floorplan	ioPinCount	50	
synth	synth_flops	48	
floorplan	core-area	3740	sq um
final_layout	area.growth.synth_to_final	47.4	%
placed_design	place_ws	0.00408	ns
synth	top_area_cell	dfrtp_1	
cts	clock.latency.late_pin	0.29	ns
cts	cts_setup_buffers	0	
final_timing	finalSetupTns	0	ns
floorplan	chipWidth	65.4	um
synth	synth-edff-count	0	
==> final cells by class <==
class	count	area, sq um
Tap cell	48	60.1
Sequential cell	48	1200
Fill cell	320	1970
Clock buffer	6	82.6
Inverter	1	7.51
Clock inverter	2	13.8
Timing Repair Buffer	51	410
==> cell usage in the layout, fill, tap and decap left out <==
| master | netlist | final |
|---|---|---|
| clkbuf_8 | 0 | 6 |
| buf_2 | 0 | 24 |
| inv_6 | 0 | 1 |
| clkinvlp_4 | 0 | 1 |
| buf_12 | 0 | 2 |
| dfrtp_1 | 48 | 48 |
| clkinv_2 | 0 | 1 |
| clkdlybuf4s50_1 | 0 | 25 |
==> where the power goes <==
part           switching [W]  total, W  internal (W)
sequential         0.0000224   0.00206       0.00204
clock               0.000579   0.00114      0.000564
combinational      0.0000559  0.000187      0.000131
==> kinds of logic after synthesis <==
| group | count (synthesis) | share of synthesized area, % |
|---|---|---|
| buf+inv | 1 | 0.311 |
| flops | 48 | 99.7 |
==> final timing paths <==
kind | startpoint | to | slack, ns | cells after the start
worst max-delay path | data_o[4]$_DFF_PP0_ | data_o[4] | 0.03 | 1
worst min-delay path | clr_i | data_o[0]$_DFF_PP0_ | 0.30 | 3
worst max register to register | delay_reg[8]$_DFF_PP0_ | data_o[8]$_DFF_PP0_ | 0.50 | 0
worst min register to register | delay_reg[3]$_DFF_PP0_ | data_o[3]$_DFF_PP0_ | 0.35 | 0
max in group asynchronous | clr_i | data_o[9]$_DFF_PP0_ | 0.53 | 3
min in group clk0 | data_i[6] | delay_reg[6]$_DFF_PP0_ | 0.34 | 1
==> stage by stage <==
stage | area [sq um] | util, % | hold WS [ns] | cells
5_1_grt | 1780 | 47.4 | 0.306 | 156
4_1_cts | 1780 | 47.4 | 0.301 | 156
2_1_floorplan | 1210 | - | 0.230 | 49
3_5_place_dp | 1800 | 48.1 | 0.335 | 148
3_3_place_gp | 1800 | 48.1 | 0.332 | 148
6_report | 1780 | 47.4 | 0.305 | 156
==> routing by layer <==
| layer | vias to the layer above | track usage (%) | part of all wire [%] |
|---|---|---|---|
| li1 | 263 | - | - |
| met1 | 285 | 13.1 | 39 |
| met2 | 30 | 13.9 | 50 |
| met3 | 0 | 5.63 | 11 |
| met4 | 0 | 1.09 | 0 |
| met5 | - | 0 | 0 |
==> repair_timing <==
item	4_1_cts	5_1_grt
setup endpoints to repair	24	12
hold buffers	0	0
gates resized	73	0
gates cloned	0	0
Power and IR drop assume default switching activity.
